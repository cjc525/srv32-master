`/design/flow/constraint.sdc`:
```
current_design clint

set clk_period 13.9
set clk_io_pct 0.2

create_clock -name clk0 -period $clk_period [get_ports {clk}]

set non_clock_inputs [all_inputs -no_clocks]
set_input_delay [expr $clk_period * $clk_io_pct] -clock clk0 $non_clock_inputs
set_output_delay [expr $clk_period * $clk_io_pct] -clock clk0 [all_outputs]
```
`/design/flow/run.sh`:
```
#!/bin/bash
# OpenROAD 26Q1-2900-gdf79404cd8, Yosys 0.63+post, stock flow scripts
make -C /OpenROAD-flow-scripts/flow DESIGN_CONFIG=/design/flow/config.mk WORK_HOME=/design/flow/orfs finish
```
`/design/flow/config.mk`:
```
export PLATFORM = sky130hd
export DESIGN_NAME = clint
export DESIGN_NICKNAME = clint
export VERILOG_FILES = /design/flow/design.v
export SDC_FILE = /design/flow/constraint.sdc
export NUM_CORES = 4
export LEC_CHECK = 1
export CORE_UTILIZATION = 50
```
`/design/flow/design.v`:
```
module clint #(
    parameter RV32M = 1,
    parameter RV32E = 0,
    parameter RV32B = 0,
    parameter RV32C = 0
)(
    input                   clk,
    input                   resetb,
    input                   timer_en,
    input                   wready,
    output                  wvalid,
    input           [31: 0] waddr,
    input           [31: 0] wdata,
    input           [ 3: 0] wstrb,
    input                   rready,
    output                  rvalid,
    input           [31: 0] raddr,
    output reg              rresp,
    output reg      [31: 0] rdata,
    output reg              timer_irq,
    output reg              sw_irq,
    output reg              ex_irq
);
localparam  [31: 0] RESETVEC   = 32'h0000_0000;
localparam  [31: 0] NOP        = 32'h0000_0013;      
localparam  [ 6: 0] OP_AUIPC   = 7'b0010111,         
                    OP_LUI     = 7'b0110111,         
                    OP_JAL     = 7'b1101111,         
                    OP_JALR    = 7'b1100111,         
                    OP_BRANCH  = 7'b1100011,         
                    OP_LOAD    = 7'b0000011,         
                    OP_STORE   = 7'b0100011,         
                    OP_ARITHI  = 7'b0010011,         
                    OP_ARITHR  = 7'b0110011,         
                    OP_FENCE   = 7'b0001111,
                    OP_SYSTEM  = 7'b1110011;
localparam  [ 2: 0] OP_BEQ     = 3'b000,
                    OP_BNE     = 3'b001,
                    OP_BLT     = 3'b100,
                    OP_BGE     = 3'b101,
                    OP_BLTU    = 3'b110,
                    OP_BGEU    = 3'b111;
localparam  [ 2: 0] OP_LB      = 3'b000,
                    OP_LH      = 3'b001,
                    OP_LW      = 3'b010,
                    OP_LBU     = 3'b100,
                    OP_LHU     = 3'b101;
localparam  [ 2: 0] OP_SB      = 3'b000,
                    OP_SH      = 3'b001,
                    OP_SW      = 3'b010;
localparam  [ 2: 0] OP_ADD     = 3'b000,     
                    OP_SLL     = 3'b001,
                    OP_SLT     = 3'b010,
                    OP_SLTU    = 3'b011,
                    OP_XOR     = 3'b100,
                    OP_SR      = 3'b101,     
                    OP_OR      = 3'b110,
                    OP_AND     = 3'b111;
localparam  [ 2: 0] OP_MUL     = 3'b000,
                    OP_MULH    = 3'b001,
                    OP_MULSU   = 3'b010,
                    OP_MULU    = 3'b011,
                    OP_DIV     = 3'b100,
                    OP_DIVU    = 3'b101,
                    OP_REM     = 3'b110,
                    OP_REMU    = 3'b111;
localparam  [ 2: 0] OP_ECALL   = 3'b000,     
                    OP_CSRRW   = 3'b001,
                    OP_CSRRS   = 3'b010,
                    OP_CSRRC   = 3'b011,
                    OP_CSRRWI  = 3'b101,
                    OP_CSRRSI  = 3'b110,
                    OP_CSRRCI  = 3'b111;
localparam  [11: 0] CSR_MVENDORID   = 12'hF11,     
                    CSR_MARCHID     = 12'hF12,     
                    CSR_MIMPID      = 12'hF13,     
                    CSR_MHARTID     = 12'hF14,     
                    CSR_MSTATUS     = 12'h300,     
                    CSR_MISA        = 12'h301,     
                    CSR_MEDELEG     = 12'h302,     
                    CSR_MIDELEG     = 12'h303,     
                    CSR_MIE         = 12'h304,     
                    CSR_MTVEC       = 12'h305,     
                    CSR_MCOUNTEREN  = 12'h306,     
                    CSR_MSTATUSH    = 12'h310,     
                    CSR_MSCRATCH    = 12'h340,     
                    CSR_MEPC        = 12'h341,     
                    CSR_MCAUSE      = 12'h342,     
                    CSR_MTVAL       = 12'h343,     
                    CSR_MIP         = 12'h344,     
                    CSR_SSTATUS     = 12'h100,     
                    CSR_SIE         = 12'h104,     
                    CSR_STVEC       = 12'h105,     
                    CSR_SSCRATCH    = 12'h140,     
                    CSR_SEPC        = 12'h141,     
                    CSR_SCAUSE      = 12'h142,     
                    CSR_STVAL       = 12'h143,     
                    CSR_SIP         = 12'h144,     
                    CSR_SATP        = 12'h180,     
                    CSR_RDCYCLE     = 12'hc00,     
                    CSR_RDCYCLEH    = 12'hc80,     
                    CSR_RDTIME      = 12'hc01,     
                    CSR_RDTIMEH     = 12'hc81,     
                    CSR_RDINSTRET   = 12'hc02,     
                    CSR_RDINSTRETH  = 12'hc82;     
localparam  [31: 0] SYS_OPEN        = 32'h0031,
                    SYS_LSEEK       = 32'h0032,
                    SYS_CLOSE       = 32'h0039,
                    SYS_READ        = 32'h003f,
                    SYS_WRITE       = 32'h0040,
                    SYS_FSTAT       = 32'h0050,
                    SYS_EXIT        = 32'h005d,
                    SYS_SBRK        = 32'h00d6,
                    SYS_DUMP        = 32'h0088,
                    SYS_DUMP_BIN    = 32'h0099;
localparam  [31: 0] TRAP_INST_ALIGN = 32'h0,         
                    TRAP_INST_FAIL  = 32'h1,         
                    TRAP_INST_ILL   = 32'h2,         
                    TRAP_BREAK      = 32'h3,         
                    TRAP_LD_ALIGN   = 32'h4,         
                    TRAP_LD_FAIL    = 32'h5,         
                    TRAP_ST_ALIGN   = 32'h6,         
                    TRAP_ST_FAIL    = 32'h7,         
                    TRAP_ECALL      = 32'hb,         
                    INT_USI         = 1<<31|32'h0,   
                    INT_SSI         = 1<<31|32'h1,   
                    INT_MSI         = 1<<31|32'h3,   
                    INT_UTIME       = 1<<31|32'h4,   
                    INT_STIME       = 1<<31|32'h5,   
                    INT_MTIME       = 1<<31|32'h7,   
                    INT_UEI         = 1<<31|32'h8,   
                    INT_SEI         = 1<<31|32'h9,   
                    INT_MEI         = 1<<31|32'hb;   
localparam  [ 4: 0] UIE             = 5'd0,      
                    SIE             = 5'd1,      
                    MIE             = 5'd3,      
                    UPIE            = 5'd4,      
                    SPIE            = 5'd5,      
                    MPIE            = 5'd7,      
                    SPP             = 5'd8,      
                    MPP             = 5'd11,     
                    FS              = 5'd13,     
                    XS              = 5'd15,     
                    MPRV            = 5'd17,     
                    SUM             = 5'd18,
                    MXR             = 5'd19,
                    TVM             = 5'd20,
                    TW              = 5'd21,
                    TSR             = 5'd22;
localparam  [ 4: 0] USIE            = 5'd0,      
                    SSIE            = 5'd1,      
                    MSIE            = 5'd3,      
                    UTIE            = 5'd4,      
                    STIE            = 5'd5,      
                    MTIE            = 5'd7,      
                    UEIE            = 5'd8,      
                    SEIE            = 5'd9,      
                    MEIE            = 5'd11;     
localparam  [ 4: 0] USIP            = 5'd0,      
                    SSIP            = 5'd1,      
                    MSIP            = 5'd3,      
                    UTIP            = 5'd4,      
                    STIP            = 5'd5,      
                    MTIP            = 5'd7,      
                    UEIP            = 5'd8,      
                    SEIP            = 5'd9,      
                    MEIP            = 5'd11;     
localparam  [ 4: 0] REG_ZERO =  0, REG_RA =  1, REG_SP  =  2, REG_GP  =  3,
                    REG_TP   =  4, REG_T0 =  5, REG_T1  =  6, REG_T2  =  7,
                    REG_S0   =  8, REG_S1 =  9, REG_A0  = 10, REG_A1  = 11,
                    REG_A2   = 12, REG_A3 = 13, REG_A4  = 14, REG_A5  = 15,
                    REG_A6   = 16, REG_A7 = 17, REG_S2  = 18, REG_S3  = 19,
                    REG_S4   = 20, REG_S5 = 21, REG_S6  = 22, REG_S7  = 23,
                    REG_S8   = 24, REG_S9 = 25, REG_S10 = 26, REG_S11 = 27,
                    REG_T3   = 28, REG_T4 = 29, REG_T5  = 30, REG_T6  = 31;
localparam  [31: 0] MVENDORID = 32'h0,
                    MARCHID   = 32'h0,
                    MIMPID    = 32'h0,
                    MHARTID   = 32'h0,
                    MISA      = {               2'h1,  
                                               17'h0,  
                                 RV32M ? 1'h1 : 1'h0,  
                                                3'h0,  
                                                1'h1,  
                                                3'h0,  
                                 RV32E ? 1'h1 : 1'h0,  
                                                1'h0,  
                                                1'h0,  
                                 RV32B ? 1'h1 : 1'h0,  
                                                1'b0}; 
localparam  [ 3: 0] CLINT_BASE    = 4'h9;
localparam  [ 3: 0] MMIO_BASE     = 4'hA;
localparam  [31: 0] MTIME_BASE    = 32'h9000_0000,
                    MTIMECMP_BASE = 32'h9000_0008,
                    MSIP_BASE     = 32'h9000_0010,
                    MMIO_PUTC     = 32'hA000_001C,
                    MMIO_GETC     = 32'hA000_0020,
                    MMIO_EXIT     = 32'hA000_002C,
                    MMIO_TOHOST   = 32'hA000_0030,
                    MMIO_FROMHOST = 32'hA000_0034;
    reg             [63: 0] mtime;
    reg             [63: 0] mtimecmp;
    wire            [63: 0] mtime_nxt;
assign rvalid = 1'b1;
assign wvalid = 1'b1;
assign mtime_nxt = mtime + 1;
always @(posedge clk or negedge resetb)
begin
    if (!resetb)
        timer_irq           <= 1'b0;
    else if (mtime_nxt >= mtimecmp)
        timer_irq           <= 1'b1;
    else
        timer_irq           <= 1'b0;
end
always @(posedge clk or negedge resetb)
begin
    if (!resetb)
        mtime[63: 0]        <= 64'd0;
    else if (wready && waddr == MTIME_BASE)
        mtime[31: 0]        <= wdata[31: 0];
    else if (wready && waddr == (MTIME_BASE+4))
        mtime[63:32]        <= wdata[31: 0];
    else if (timer_en)
        mtime[63: 0]        <= mtime_nxt[63: 0];
end
always @(posedge clk or negedge resetb)
begin
    if (!resetb)
        mtimecmp[63: 0] <= 64'd0;
    else if (wready && waddr == MTIMECMP_BASE)
        mtimecmp[31: 0] <= wdata[31: 0];
    else if (wready && waddr == MTIMECMP_BASE+4)
        mtimecmp[63:32] <= wdata[31: 0];
end
always @(posedge clk or negedge resetb)
begin
    if (!resetb) begin
        sw_irq          <= 1'b0;
        ex_irq          <= 1'b0;
    end else if (wready && waddr == MSIP_BASE) begin
        sw_irq          <= wdata[0];         
        ex_irq          <= wdata[16];        
    end
end
always @(posedge clk or negedge resetb)
begin
    if (!resetb)
        rresp               <= 1'b0;
    else if (rready)
        rresp               <= 1'b1;
    else
        rresp               <= 1'b0;
end
always @(posedge clk)
begin
    if (rready) begin
        case(raddr)
            MTIME_BASE      : rdata[31: 0] <= mtime[31: 0];
            MTIME_BASE+4    : rdata[31: 0] <= mtime[63:32];
            MTIMECMP_BASE   : rdata[31: 0] <= mtimecmp[31: 0];
            MTIMECMP_BASE+4 : rdata[31: 0] <= mtimecmp[63:32];
            MSIP_BASE       : rdata[31: 0] <= {15'h0, ex_irq, 15'h0, sw_irq};
        endcase
    end
end
endmodule
```
==> Slide: Implementation Results <==
Physical Implementation Snapshot

Final timing
  – RSZ-0062 raised after global routing: false
  – Fmax: 177 MHz
  – Clock skew: 0.0112 ns
  – Final Slew Violations: 0
  – Crit share post-route: 0.407
  – Worst-Margin Slew: 0.912 ns
  – Fin crit period: between 5 and 6 ns
  – Final Hold Violation Tally: 0
  – Setup TNS: 0 ns
  – Rel. slew slack: 0.386
  – Setup violators final: 0

Drt
  – Routed len/inst: 20.1 um
  – DRC: 0
  – Vias after detailed routing: 9422
  – Routed Antenna Nets: 0
  – DR iter-0 viols: 553
  – WL final: 31900 um
  – ANT cells: 0
  – First-pass DRT Iterations: 5
  – Vias per cell: a little under 6

Worst setup path
  – CP startpoint: waddr[31]
  – CP startpoint kind: primary input
  – Crit path depth: 8
  – WP buf/inv: 2
  – CP Data Arrival Time: 5.97 ns
  – Critical path class: primary input to register
  – Crit-path slowest cell: or4_1
  – Kind of cell adding the most delay to the critical path: simple AND/OR/NAND/NOR gates
  – Crit-path max cell delay: 0.79 ns
  – R2R depth: 14
  – Crit-path max FO: ~58
  – R2r startpoint: mtime[0]
  – Critical-path cell list: clkdlybuf4s50_1 -> nor4bb_1 -> nand4_1 -> or4_1 -> nor2_4 -> buf_4 -> a21oi_1 -> o221a_2
  – CP Data Required Time: approximately 14 ns
  – Critical Path Sink Type: register
  – FF-to-FF setup slack: a little over 9 ns
  – RR Endpoint: timer_irq

Logic synthesis
  – Yosys stat cell total: between 1k and 1.5k
  – Synth warn: 1
  – Dominant cell area share: 0.305
  – Post-synth top flop: dfrtp_1
  – Synthesis area per yosys: 10800 sq um
  – Ys flops: 164
  – Ys async rst share: 0.805
  – Mapped cell area: around 11000 sq um
  – Count of library flops with an enable pin: 32
  – Top-count cell post-synth: nand2_1
  – Cell area leaders: dfrtp_1, edfxtp_1, ha_1
  – Cell type with the largest total area: dfrtp_1
  – Sequential area share after synthesis: 0.393
  – Synth cell count leaders: nand2_1, dfrtp_1, nor2_1
  – Distinct cells, synth: between 60 and 70
  – Cell count after synthesis: roughly 1.2k
  – Syn Area/Cell: approximately 9 sq um

Power
  – Internal power: 0.000869 W
  – Leakage power: 5.14 nW
  – Peak supply drop: about 89 uV
  – Combinational share of power: 0.149
  – P_sw: 0.000333 W
  – Sequential power share: 0.452
  – Clock power frac: 0.399
  – Cell area power density: between 90 and 100 nW/um^2
  – Net Sw Frac: 0.277

Floorplan
  – Die Y: roughly 150 um
  – Row cnt: approximately 53
  – Die area: roughly 22000 sq um
  – Die width: approximately 150 um
  – Io pins: 143
  – Area of the core: 21200 sq um
  – Pre-Place Util: 0.512

CTS
  – Post-CTS Hold Buffers: 0
  – Reg clk slew, reported paths: 0.07 ns
  – CTS tree: yes
  – H-tree level count: 4
  – Total clock sinks: ~160
  – CTS root buf: clkbuf_16
  – Setup bufs post-CTS: 0
  – Clock Tree Buf Depth: 2
  – Clock latency (worst-skew pair): approximately 0.43 ns
  – Num CTS Buffers: 17
  – Post-cts sizing count: 0

Job
  – Max_cap viols: 0
  – Tool warnings: 30

Global routing
  – Antenna violations before repair: 0
  – GRT Resource Usage Total: 0.315
  – First-pass GRT wire length: slightly above 50000 um
  – Vias in the first global route: between 9k and 10k
  – Grt ovf: 0
  – Largest net degree at the start of global routing: roughly 66

Cells and area
  – Core Util, Final: 0.616
  – Layout cells sized above 1: 0.103
  – Area delta synth->final: 20.1%

Min path
  – Hold Crit Start: mtimecmp[4]
  – WHS Endpoint: mtimecmp[4]
  – Hold path depth: 1
  – Hold Path Class: register to register

Placed design
  – Port Buffers: 136
  – Post-DP HPWL: about 23000 um
  – GP Congestion: between 0.9 and 1

Run status
  – Status: complete, no violations
## flip-flops by register name, indices dropped and copies added, names as in the netlist
name and count:
mtimecmp 64, rresp 1, sw_irq 1, mtime 64, rdata 32, ex_irq 1
timer_irq 1
## metrics by stage
step                total power (W)  hold slack (ns)  cell area (sq um)  setup WS, ns  std cells
floorplan                  0.000650            0.481              10800          9.09       1202
global placement           0.000727            0.514              12400          7.84       1559
detailed placement         0.000729            0.517              12400          7.82       1559
CTS                         0.00121            0.532              13000          8.27       1591
global route                0.00126            0.549              13000          8.03       1591
finish                      0.00120            0.533              13000          8.25       1591
## worst reg2reg max path, delay by kind of cell, from the launching register on
family	cells	cell delay, ns
simple gates	7	2.63
xor+xnor	1	0.09
fa+ha+maj	2	0.60
flops	1	0.47
compound gates	4	0.72
## cells by family after synthesis
group                      after synthesis  synth area share
AOI/OAI and AO/OA                      191             0.114
xor gates and xnor gates                99            0.0800
adders and majority gates               65            0.0750
buffers and inverters                  142            0.0517
DFF                                    164             0.393
muxes                                   68            0.0705
other                                    1          0.000346
and+or+nand+nor                        471             0.215
## per-layer routing
layer,vias to the layer above,track usage,part of all wire
li1,4509,-,-
met1,4509,0.501,0.46
met2,367,0.439,0.42
met3,37,0.0992,0.099
met4,0,0.0566,0.018
met5,-,0,0
## layout make-up
| class | instances | area (sq um) |
|---|---|---|
| Clock buffer | 20 | 447 |
| Multi-Input combinational cell | 896 | 6060 |
| Clock inverter | 12 | 146 |
| Timing Repair Buffer | 155 | 1510 |
| Inverter | 69 | 259 |
| Fill cell | 1847 | 8130 |
| Sequential cell | 164 | 4260 |
| Tap cell | 275 | 344 |
## power by group through the flow
| stage | Sequential (W) | Combinational (W) | Clock [W] |
|---|---|---|---|
| 4_1_cts | 0.000542 | 0.000179 | 0.000488 |
| 5_1_grt | 0.000546 | 0.000203 | 0.000509 |
| 6_report | 0.000543 | 0.000179 | 0.000480 |
## cell usage in the layout (no fill, tap or decap), types with 38 or more instances in the layout
cell               n
xor2_1            44
mux2_2            67
nand3_1           66
nor2_1            69
inv_1             68
dfrtp_1          132
ha_1              65
a21oi_1           38
clkdlybuf4s50_1  135
o21ai_0           58
nand2_1          172
xnor2_1           55
## worst max path at each step
stage / to / slack [ns]
4_1_cts: mtime[36] / 8.27
5_1_grt: mtime[50] / 8.03
6_report: mtime[50] / 8.25
No activity file was given, so power comes from the tool's default toggle rates.
